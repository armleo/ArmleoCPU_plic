--- flow/run.sh ---
#!/bin/bash
# OpenROAD 26Q1-2900-gdf79404cd8, Yosys 0.63+post, stock flow scripts
make -C /OpenROAD-flow-scripts/flow DESIGN_CONFIG=/design/flow/config.mk WORK_HOME=/design/flow/orfs finish
--- flow/config.mk ---
export PLATFORM = sky130hd
export DESIGN_NAME = armleocpu_plic_matrix_cell
export DESIGN_NICKNAME = armleocpu_plic_matrix_cell
export VERILOG_FILES = /design/flow/design.v
export SDC_FILE = /design/flow/constraint.sdc
export NUM_CORES = 4
export LEC_CHECK = 1
export CORE_AREA = 10 10 93 93
export DIE_AREA = 0 0 103 103
--- flow/constraint.sdc ---
current_design armleocpu_plic_matrix_cell

set clk_period 6.7
set clk_io_pct 0.2

create_clock -name clk0 -period $clk_period

set non_clock_inputs [all_inputs -no_clocks]
set_input_delay [expr $clk_period * $clk_io_pct] -clock clk0 $non_clock_inputs
set_output_delay [expr $clk_period * $clk_io_pct] -clock clk0 [all_outputs]
--- flow/design.v ---
module armleocpu_plic_matrix_cell(
calculated_priority, enabled,
previous_cell_priority_mux, previous_cell_maximum_id_mux
, priority_mux_output, maximum_id_mux_output);
parameter PRIORITY_WIDTH = 32;
parameter INTERRUPT_SOURCE_COUNT_CLOG2 = 4;
parameter IRQ_ID = 1;
input [PRIORITY_WIDTH-1:0]              calculated_priority;
input                                   enabled;
input [PRIORITY_WIDTH-1:0]              previous_cell_priority_mux;
input [INTERRUPT_SOURCE_COUNT_CLOG2:0]  previous_cell_maximum_id_mux;
output [PRIORITY_WIDTH-1:0]             priority_mux_output;
output [INTERRUPT_SOURCE_COUNT_CLOG2:0] maximum_id_mux_output;
wire select = enabled && (calculated_priority > previous_cell_priority_mux);
assign maximum_id_mux_output = select ? IRQ_ID : previous_cell_maximum_id_mux;
assign priority_mux_output = select ? calculated_priority : previous_cell_priority_mux;
endmodule
==> Changelog: implementation <==
## Implementation

* Average routed wire per standard cell at 13.1 um
* Tightest hold margin at approximately 3600 ps
* Crit-path max FO at 11
* Wire length of the first global-routing pass at roughly 6.7 mm
* Standard-cell row count at 30
* Required time reported for the critical path endpoint at about 5400 ps
* Final antenna-violating net count at 0
* Type of the most critical hold path: input pin to output port
* Chip area at 10600 um2
* Setup TNS after final layout at 0 ps
* Kind of start point of the critical path: input pin
* Synth top cells by count: inv_1 (33), ha_1 (32), mux2_4 (25), a21oi_1 (11)
* Die Width at between 100 and 150 um
* Arrival time at the worst endpoint at between 4000 and 5000 ps
* Count of endpoints failing setup in the final report at 0
* Core box area at between 6000 and 7000 um2
* Vias in the first global route at 1440
* Maximum number of pins on one net before global-route repair at 14
* Metal1 wirelength at 1.91 mm
* Unrepaired setup endpoints after global routing: false
* Leak pwr at about 1.2 nW
* Setup CP Type: input pin to output port
* Sequential-to-total area share from yosys stat at 0
* Chip area in the Yosys report at ~1400 um2
* Yosys cell count at around 150
* Routed wl met3 at between 500 and 600 um
* Unique cell type count in the Yosys netlist at 32
* Combinational fraction of design power at 1.000
* Count of clock-net buffers in the final layout at 0
* Layout area overhead at 81.3%
* Share of the clock period used by the worst path after layout at 0.870
* Post-route cell area at about 2500 um2
* Mean instance size in the synthesized netlist at 9.10 um2
* Share of cells above drive strength 1 at 0.161
* Netlist area before placement at about 1400 um2
* Switching power of the nets at 0.0000523 W
* Clock group share of total power at 0
* Highest signal layer in the routed design: met3
* Number of primary I/O pins at roughly 110
* Area share of the largest cell type after synthesis at 0.286
* Max-cap check violation count at 0
* Fmax at approximately 170 MHz
* Number of iterations in the first detailed-routing pass at 4
* Tmin final at approximately 5800 ps
* VDD IR max at roughly 28 uV
* Initial antenna violation count at 0
* Proportion of total power due to net switching at 0.305
* Number of DRC violations after detailed routing at 0
* Core Density at Floorplan at 0.207
* Vias after detailed routing at between 1000 and 1500
* Power density relative to cell area at just under 70 nW/um2
* Final hold violations at 0
* Flop count at 0
* Worst Max-Slew Pin Slew at ~400 ps
* Total of warnings raised by yosys at 0
* Number of violations reported at the end of detailed-routing iteration 0 at 17
* Number of cells upsized or downsized after cts at 0
* Final weighted congestion in routability-driven placement at 0.774
* Buffer count from post-CTS setup fixing at 0
* Flop pwr share at 0
* Run status: complete, no violations
* Chip Height at 103 um
* Total length of routed wires at between 4 and 5 mm
* Fillers at ~660
* PnR worst setup slack at 868 ps
* Internal Pwr Total at 0.000119 W
* Fin. max-slew vios at 0
* Synth top area cells: ha_1 (29%), mux2_4 (27%), inv_1 (8.8%)
* Sequential Area at 0 um2
* Placed cell areas at approximately 2500 um2
* Instance tally after logic synthesis at roughly 150
* Number of hold-repair buffers added at the cts stage at 0
* Cell type with the highest aggregate area in the netlist: ha_1
* Remaining global-route overflow at 0
* Count of inserted antenna diode cells at 0
* Start point of the critical path: previous_cell_priority_mux[23]
* Combinational cell area excluding buffers and inverters at about 1200 um2
* Detailed placer's ending HPWL at ~4.2 mm
* Pre-CTS setup slack at between 800 and 900 ps
* Count of warning messages emitted by the tools at 32
* Number of I/O port buffers at 107
* Destination of the critical timing path: priority_mux_output[31]
* Category of the worst setup path capture point: output port
* Via density at 4.26
* Worst slew margin relative to its limit at 0.724
* WL met2 at 2.00 mm
* Overall track demand over capacity in global routing at 0.0762
* Count leader, synth: inv_1
## layout make-up
type               instances  area share
multi-input cells        118       0.481
inverters                 33      0.0488
well taps                 80      0.0394
repair buffers           110       0.431
## cells in the final DEF (no fill, tap or decap)
master	synthesis	layout
a211oi_1	2	2
nor2b_4	1	1
mux2_4	25	25
ha_1	32	32
a221oi_1	1	1
o21ai_1	1	1
a2111oi_0	1	1
a31oi_2	1	1
nor3_1	1	1
nand2b_1	1	1
a21o_1	2	2
o21bai_1	1	1
a2bb2oi_1	1	1
o21a_1	1	1
mux2_2	7	7
nand4_1	7	7
o21ai_4	1	1
inv_1	33	33
nand4_2	1	1
clkdlybuf4s50_1	0	107
o21ai_0	2	2
and2_1	4	4
or4b_4	1	1
a41oi_1	1	1
a21oi_1	11	11
nand3_1	3	3
buf_4	0	3
nor2_1	1	1
or4_1	1	1
o211ai_2	1	1
or4_4	1	1
nand2_1	5	5
## power groups by stage
stage / logic (W) / registers (W) / clock network, W
after CTS: 0.000176 / 0 / 0
after global routing: 0.000189 / 0 / 0
final: 0.000172 / 0 / 0
## worst max-delay path, stage by stage
cell and delay [ps]:
clkdlybuf4s50_1 490, inv_1 50, ha_1 300, a211oi_1 220
o21ai_0 120, a221oi_1 380, nand2_1 160, o21ai_4 390
buf_4 280, mux2_2 350, clkdlybuf4s50_1 410
## worst min-delay path by stage
stage	end	slack [ps]	depth (start not counted)	startpoint
CTS	maximum_id_mux_output[3]	3590	3	previous_cell_maximum_id_mux[3]
global route	maximum_id_mux_output[3]	3600	3	previous_cell_maximum_id_mux[3]
finish	maximum_id_mux_output[3]	3580	3	previous_cell_maximum_id_mux[3]
## routing by layer
metal / GRT usage / vias up
li1: - / 776
met1: 0.0963 / 615
met2: 0.127 / 61
met3: 0.0298 / 0
met4: 0 / 0
met5: 0 / -
## cell families after synthesis
| logic type | after synthesis | share of synthesized area |
|---|---|---|
| fa+ha+maj | 32 | 0.286 |
| simple gates | 27 | 0.126 |
| mux | 32 | 0.324 |
| compound gates | 27 | 0.137 |
| buf+inv | 36 | 0.128 |
## per-stage QoR
step                       power, W  instances  utilization
after detailed placement   0.000174        341        0.376
after global placement     0.000174        341        0.376
after global routing       0.000189        341        0.376
final                      0.000172        341        0.376
after CTS                  0.000176        341        0.376
after floorplan           0.0000791        154            -
Power is estimated from default activity; no workload was simulated.
